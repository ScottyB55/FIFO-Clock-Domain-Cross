--- config.mk ---
export PLATFORM = sky130hd
export DESIGN_NAME = cdc_fifo
export DESIGN_NICKNAME = cdc_fifo
export VERILOG_FILES = /design/flow/design.v
export SDC_FILE = /design/flow/constraint.sdc
export NUM_CORES = 4
export LEC_CHECK = 1
export CORE_UTILIZATION = 30
--- constraint.sdc ---
current_design cdc_fifo

set clk_period 6.4
set clk_io_pct 0.2

create_clock -name clk0 -period $clk_period [get_ports {clock_read}]
create_clock -name clk1 -period $clk_period [get_ports {clock_write}]

set non_clock_inputs [all_inputs -no_clocks]
set_input_delay [expr $clk_period * $clk_io_pct] -clock clk0 $non_clock_inputs
set_output_delay [expr $clk_period * $clk_io_pct] -clock clk0 [all_outputs]
--- design.v ---
module cdc_fifo #(parameter DATA_WIDTH = 8) (
    input wire clock_write,
	input wire clock_read,
    input wire reset,
    input wire [DATA_WIDTH-1:0] write_data,
    input wire write_enable,
	input wire read_next,
    output wire read_empty,
    output wire write_full,
    output reg [DATA_WIDTH-1:0] read_data
);
	parameter ADDR_WIDTH = 4;    
	localparam STACK_NUM_ADDY = 16; 
	reg [ADDR_WIDTH-1:0] read_ptr_next;
	reg [ADDR_WIDTH-1:0] read_ptr_next_pipe;
	reg [ADDR_WIDTH-1:0] read_ptr_next_write_side;
	reg [ADDR_WIDTH-1:0] write_ptr_next;
	reg [ADDR_WIDTH-1:0] write_ptr_next_pipe;
	reg [ADDR_WIDTH-1:0] write_ptr_next_read_side;
	reg [DATA_WIDTH-1:0] fifo_data [STACK_NUM_ADDY-1:0];
	assign read_empty = (read_ptr_next == write_ptr_next_read_side);
	wire [ADDR_WIDTH-1:0] write_ptr_next_plus1, read_ptr_next_plus1;
	assign write_ptr_next_plus1 = write_ptr_next + 1;
	assign read_ptr_next_plus1 = read_ptr_next + 1;
	assign write_full = (write_ptr_next_plus1 == read_ptr_next_write_side);
	integer i;
	always @(posedge clock_write) begin
		if (reset == 1) begin
			read_ptr_next_pipe <= 0;
			read_ptr_next_write_side <= 0;
			for (i=0; i<=STACK_NUM_ADDY; i = i + 1) begin
				fifo_data[i] <= 0;
			end
			write_ptr_next <= 0;
		end
		else begin
			read_ptr_next_pipe <= read_ptr_next;
			read_ptr_next_write_side <= read_ptr_next_pipe;
			if ((write_full == 0) && (write_enable == 1)) begin
				fifo_data[write_ptr_next] <= write_data;
				write_ptr_next <= write_ptr_next_plus1; 
			end
		end
	end
	always @(posedge clock_read) begin
		if (reset == 1) begin
			write_ptr_next_pipe <= 0;
			write_ptr_next_read_side <= 0;
			read_ptr_next <= 0;
		end
		else begin
			write_ptr_next_pipe <= write_ptr_next;
			write_ptr_next_read_side <= write_ptr_next_pipe;
			if ((read_empty == 0) && (read_next == 1)) begin
				read_ptr_next <= read_ptr_next_plus1; 
			end
		end
	end
	reg [ADDR_WIDTH-1:0] temp;
	always @(*) begin
		temp = read_ptr_next; 
		read_data = fifo_data[temp]; 
	end
endmodule
--- run.sh ---
#!/bin/bash
# OpenROAD 26Q1-2900-gdf79404cd8, Yosys 0.63+post, stock flow scripts
make -C /OpenROAD-flow-scripts/flow DESIGN_CONFIG=/design/flow/config.mk WORK_HOME=/design/flow/orfs finish
==> flow_summary.yaml <==
# synthesis and place-and-route metrics
outcome:
  outcome: "finished, final reports clean"
clock_tree:
  post_cts_resize_count: 0
  clkTransAtPathRegs_ps: 60
  hold_buffers: 0
  cts.sinks: 152
  cts_tree: "yes"
  postCtsSetupBuffers: 0
global_routing:
  grt_overflow: 0
  grt_pass1_vias: 4331
  grt_pass1_wl_um: 24980
  grt_usage_pct: 15.40
  grt_max_degree: 45
  antenna_found_initial: 0
die:
  fp_util_pct: 30.86
  die_h_um: 152.5
  core-area_mm2: 0.02203
  die_w_um: 152.5
  ios: 23
  die_area_mm2: 0.02327
  rows: 54
drt:
  insertedDiodeCount: 0
  dr.first_iter.drc_count: 374
  drc_errors: 0
  wl_um: 16360
  vias: 4106
  firstDrtPassIters: 18
  vias_per_cell: 5.152
  final_antenna_net_count: 0
  wl_per_cell_um: 20.52
synthesis:
  yosysUniqueCellTypes: 44
  mux_share_pct: 13.57
  syn_avg_cell_area_um2: 13.93
  synth-simple-area-share_pct: 13.55
  adder_share_pct: 0.9203
  synth_flops: 152
  netlist_logic_family_top: "multiplexers"
  syn_inst: 488
  netlist_area_mm2: 0.006798
  ys_area_mm2: 0.006798
  ys_cells: 488
  xor_share_pct: 1.730
  ys_seq_share_pct: 63.61
  aoi_share_pct: 3.681
  yosysWarnings: 1
timing:
  setup-tns-final_ps: 0
  worstMarginPinSlew_ps: 784.3
  skew_ps: 9.140
  setup_ws_ps: 1888
  hold_viol: 0
  rsz0062_at_grt: "false"
  slew_viol_final: 0
  slew_headroom_pct: 47.64
  setup_viol: 0
pwr:
  power_density_mw_per_mm2: 342.9
  total_power_mw: 2.722
  ir_drop_v: 0.0002166
  leakage_nw: 2.671
setup_path:
  worstSetupEndpointType: "output pin"
  crit_arrival_ps: 3230
  crit_type: "flop to output pin"
  cp.required_ps: 5120
  rrSetupSlack_ps: 3330
  cp_max_fo: 17
  worst_setup_path_start_kind: "flop"
job:
  warning_count: 29
  cap_viol_max_count: 0
final_layout:
  area_growth_pct: 16.77
  drive_gt1_share_pct: 19.34
  regArea_mm2: 0.004325
  comb_area_mm2: 0.002273
  fill_cells: 2035
  final_util_pct: 36.04
place:
  port-buffer-count: 21
  place_ws_ps: 2374
  dp_hpwl_um: 9872
  finalWeightedCongestion: 0.8292
worst_hold_path:
  hp-class: "flop to flop"
-- cell families after synthesis --
| family | Yosys count |
|---|---|
| flip-flops | 152 |
| XOR/XNOR | 10 |
| buffers and inverters | 40 |
| AND/OR/NAND/NOR | 210 |
| multiplexers | 42 |
| adder cells (fa/ha/maj) | 5 |
| AND-OR/OR-AND | 29 |
-- worst paths after layout --
| kind | startpoint | to | cells past startpoint |
|---|---|---|---|
| min reg2reg | read_ptr_next[0]$_SDFFE_PP0P_ | read_ptr_next_pipe[0]$_SDFF_PP0_ | 1 |
| max in group clk1 | write_ptr_next[0]$_SDFFE_PP0P_ | fifo_data[1][4]$_SDFFCE_PN0P_ | 5 |
| max | write_ptr_next[0]$_SDFFE_PP0P_ | write_full | 6 |
| max reg2reg | write_ptr_next[0]$_SDFFE_PP0P_ | fifo_data[1][4]$_SDFFCE_PN0P_ | 5 |
| min in group clk0 | write_ptr_next_pipe[3]$_SDFF_PP0_ | write_ptr_next_read_side[3]$_SDFF_PP0_ | 1 |
| min | read_ptr_next[0]$_SDFFE_PP0P_ | read_ptr_next_pipe[0]$_SDFF_PP0_ | 1 |
-- metrics by stage --
stage	cells	instance area, µm²	hold WS [ps]
after floorplan	488	6798	413.8
after global routing	797	7938	423.7
final	797	7938	423.3
after CTS	797	7938	410.9
after global placement	762	7242	423.6
after detailed placement	762	7242	421.2
-- state kept, by name, indices dropped and copies added (netlist names) --
signal	count
fifo_data	128
read_ptr_next	4
read_ptr_next_pipe	4
read_ptr_next_write_side	4
write_ptr_next	4
write_ptr_next_pipe	4
write_ptr_next_read_side	4
-- per-layer routing --
metal	vias up	part of all wire, %	wire [µm]	global-route usage, %
li1	1831	-	-	-
met1	1993	37	6076	19.14
met2	247	46	7499	22.80
met3	33	14	2345	10.06
met4	2	2.4	394	3.511
met5	-	0.23	38	2.277
-- power by group --
part,leakage (nW),total [mW],switching (mW),internal [mW]
Sequential,1.52,1.16,0.0228,1.14
Combinational,0.809,0.428,0.253,0.176
Clock,0.342,1.14,0.400,0.735
Total,2.67,2.72,0.675,2.05
-- Yosys cell counts (all sizes together) --
master | count | area (µm²)
a21oi | 3 | 15.01
a31o | 8 | 70.07
a31oi | 1 | 6.260
a41o | 8 | 87.58
and2 | 3 | 20.03
buf | 26 | 147.6
clkbuf | 10 | 37.54
dfxtp | 24 | 480.5
edfxtp | 128 | 3844
ha | 5 | 62.56
inv | 4 | 15.01
mux2 | 1 | 11.26
mux2i | 1 | 10.01
mux4 | 40 | 900.9
nand2 | 35 | 131.4
nand3 | 4 | 20.02
nand3b | 2 | 27.53
nand4 | 2 | 12.51
nor2 | 132 | 495.5
nor2b | 17 | 106.4
nor3 | 3 | 15.01
nor3b | 4 | 30.03
nor4 | 2 | 12.51
o211ai | 4 | 30.03
o21ai | 3 | 15.01
o311a | 1 | 10.01
o41ai | 1 | 16.27
or2 | 1 | 6.260
or3 | 1 | 7.510
or3b | 1 | 8.760
or4 | 1 | 7.510
or4b | 2 | 20.02
xnor2 | 2 | 25.03
xor2 | 7 | 68.82
xor3 | 1 | 23.77
-- layout by cell type (no fill, tap or decap), types with 3 or more instances in the layout --
master	synthesis	layout
a21oi_1	3	3
a41o_2	6	6
o21ai_0	3	3
dfxtp_1	24	23
xor2_1	6	6
buf_4	0	9
edfxtp_1	128	128
mux4_2	40	40
nor2_1	132	132
nor3_1	3	3
inv_6	0	3
clkinv_2	0	4
nand3_1	4	4
a31o_1	8	8
nand2_1	35	35
bufinv_16	0	4
ha_1	5	5
nor2b_1	17	17
clkbuf_16	0	20
inv_1	4	4
o211ai_1	4	4
nor3b_1	4	4
clkdlybuf4s50_1	0	21
-- final cells by class --
type / instances / area share, %
clock buffers: 21 / 6.352
inverters: 4 / 0.1892
multi-input cells: 296 / 28.64
repair buffers: 30 / 3.499
clock inverters: 14 / 2.412
well taps: 280 / 4.414
flip-flops and latches: 152 / 54.49
-- worst max-delay path, cell delays in order, from the launching register on --
cell             delay (ps)
dfxtp_1                 450
ha_1                    510
xor3_1                  480
nand3b_4                210
or2_1                   430
inv_1                   220
clkdlybuf4s50_1         510
Power figures rest on the tool's default switching activity, not on a simulated workload.
